==> /design/flow/design.v <==
module sumator #(
	parameter w=64
)(
	input [w-1:0] i,
	output [w-1:0] o
);
	assign o = i + 64;
endmodule
==> /design/flow/run.sh <==
#!/bin/bash
# OpenROAD 26Q1-2900-gdf79404cd8, Yosys 0.63+post, stock flow scripts
make -C /OpenROAD-flow-scripts/flow DESIGN_CONFIG=/design/flow/config.mk WORK_HOME=/design/flow/orfs finish
==> /design/flow/config.mk <==
export PLATFORM = sky130hd
export DESIGN_NAME = sumator
export DESIGN_NICKNAME = sumator
export VERILOG_FILES = /design/flow/design.v
export SDC_FILE = /design/flow/constraint.sdc
export NUM_CORES = 4
export LEC_CHECK = 1
export CORE_AREA = 10 10 81 81
export DIE_AREA = 0 0 91 91
==> /design/flow/constraint.sdc <==
current_design sumator

set clk_period 14.2
set clk_io_pct 0.2

create_clock -name clk0 -period $clk_period

set non_clock_inputs [all_inputs -no_clocks]
set_input_delay [expr $clk_period * $clk_io_pct] -clock clk0 $non_clock_inputs
set_output_delay [expr $clk_period * $clk_io_pct] -clock clk0 [all_outputs]
==> reports/summary.json <==
{
  "power_and_ir_drop": {
    "cellLeakagePower_nw": 0.8464,
    "power.internal_w": 0.00003473,
    "p_per_area_mw_per_mm2": 21.43,
    "share_clk_of_total_power_pct": 0,
    "worst_ir_drop_on_vdd_mv": 0.01137,
    "sequential_share_of_power_pct": 0,
    "p_comb_share_pct": 100.0,
    "p_switching_w": 0.00001702,
    "power.switching_fraction_pct": 32.89
  },
  "final_timing": {
    "timing.final.crit_period_ns": 8.641,
    "rsz0062_at_grt": "false",
    "fin_tns_setup_ns": 0,
    "max_slew.worst_pin.slew_ns": 0.6860,
    "final_hold_viol_count": 0,
    "timing.fmax_ghz": 0.1157,
    "report.final.slew_viol_count": 0,
    "finalCritPeriodShare_pct": 60.85,
    "slew_headroom_pct": 53.85,
    "setup_viol": 0
  },
  "critical_path": {
    "buffers_and_inverters_on_the_worst_path": 3,
    "endpoint_type_of_the_worst_setup_path": "output pin",
    "slowest_stage": "or4_4",
    "critical_path_arrival_ns": 5.80,
    "crit_required_ns": 11.36,
    "worst-setup-path-type": "input pin to output pin",
    "critical_path.max_stage_delay_ns": 0.63,
    "top_family_by_delay_on_critical_path": "simple AND/OR/NAND/NOR gates",
    "worst-path-max-fanout": 7,
    "timing.critical_path.cells": "clkdlybuf4s50_1 -> ha_1 -> inv_1 -> or4_4 -> or4_4 -> nor3_2 -> xor2_1 -> clkdlybuf4s50_1",
    "startpoint_type": "input pin"
  },
  "final_layout": {
    "syn_to_final_growth_pct": 95.74,
    "flop-count": 0,
    "final_cells": 369,
    "layout.clock_buffers": 0,
    "ff_latch_area_um2": 0,
    "drive_gt1_share_pct": 2.980
  },
  "synthesis": {
    "syn-instance-count": 195,
    "synth_warnings": 0,
    "ys_cells": 195,
    "synth_area_mm2": 0.001234,
    "proportion_of_synthesized_chip_area_in_sequential_cells_pct": 0,
    "synth.lib_cells_used.distinct": 21,
    "synth-area-yosys_mm2": 0.001234,
    "avgSynthCellArea_um2": 6.327
  },
  "grt": {
    "wire_length_of_the_first_global_routing_pass_um": 8542,
    "grt_start_max_net_pins": 9,
    "grt.total_usage_pct": 12.02,
    "via_count_of_the_first_global_routing_pass": 1805,
    "gr_ovfl_total": 0,
    "grt_antenna_before_repair": 0
  },
  "route": {
    "drt_pass_1_iters": 4,
    "routedWlPerCell_um": 14.34,
    "drt-initial-drc-count": 37,
    "detail_route.vias_per_cell": 4.583,
    "drt.antenna.violating_nets": 0,
    "antenna_cells": 0,
    "via_count_of_the_routed_design": 1691,
    "postRouteWirelength_um": 5290,
    "drt_drc_violations_left": 0
  },
  "floorplanning": {
    "num_io_pins": 128,
    "starting_density_of_the_core_pct": 25.61,
    "floorplan.die.height_um": 91,
    "die-width_um": 91,
    "rows": 25,
    "core-area_mm2": 0.004817,
    "chip_area_mm2": 0.008281
  },
  "hold_path": {
    "holdCritPathClass": "input pin to output pin",
    "worst_hold_startpoint": "i[0]",
    "worstHoldPathCells": 0,
    "hold_end": "o[0]"
  },
  "flow_run": {
    "drv_cap": 0,
    "warning_count": 32
  },
  "cts": {
    "cts.repair.resized": 0,
    "hold_buffers": 0,
    "post-cts-setup-buffer-count": 0
  },
  "placed_design": {
    "gp_routability_congestion": 0.8372,
    "port-buffer-count": 116,
    "dp.cells": 369,
    "dp_hpwl_um": 4766
  },
  "outcome": {
    "run_status": "finished, final reports clean"
  }
}
synthesized netlist by cell type, drive strengths merged:
library cell | instances | share of area (%)
ha | 1 | 1.0
nand3 | 24 | 9.7
buf | 8 | 4.9
nand4 | 16 | 8.6
nor4 | 8 | 4.1
xor2 | 30 | 21
and3 | 3 | 1.5
nand2 | 23 | 7.0
xnor2 | 26 | 18
and4 | 3 | 2.1
nor2 | 22 | 6.7
or2 | 2 | 1.0
inv | 8 | 2.4
clkbuf | 1 | 0.30
nor3 | 17 | 8.5
or4 | 2 | 1.8
or3 | 1 | 0.51
power groups by stage:
stage	Sequential [W]	Clock, W	Combinational, W
6_report	0	0	0.0000518
4_1_cts	0	0	0.0000527
5_1_grt	0	0	0.0000570
layout make-up:
type | count | area (um^2)
fillers | 497 | 2402
inverters | 8 | 30.03
multi-input cells | 178 | 1140
well taps | 67 | 83.83
repair buffers | 116 | 1161
how the worst max path moves through the flow:
stage     startpoint     to  slack (ns)  cells after the start
4_1_cts         i[6]  o[52]        5.55                      8
5_1_grt         i[6]  o[60]        5.29                      8
6_report        i[6]  o[52]        5.56                      8
metal layers:
metal,vias to the layer above,part of all wire [%],track usage [%]
met5,-,0,0
met4,0,0,0
met3,0,13,6.556
met2,67,45,20.64
met1,721,42,13.65
li1,903,-,-
placed cells by master, fill, tap and decap left out, drive strengths merged, types with 8 or more instances in the layout:
cell,instances
nor2,22
nand2,23
nand3,24
nor3,17
clkdlybuf4s50,116
xor2,30
xnor2,26
inv,8
nor4,8
nand4,16
through the flow:
step,total power [W],hold slack (ns),area (um^2),setup WS [ns],util (%)
2_1_floorplan,0.00001069,5.689,1234,6.743,-
3_3_place_gp,0.00005261,5.680,2415,5.556,50.13
3_5_place_dp,0.00005228,5.680,2415,5.543,50.13
4_1_cts,0.00005272,5.680,2415,5.546,50.13
5_1_grt,0.00005698,5.680,2415,5.295,50.13
6_report,0.00005176,5.680,2415,5.559,50.13
cells by family after synthesis:
logic type | after synthesis | share of synthesized area [%]
buf+inv | 17 | 7.606
fa+ha+maj | 1 | 1.014
simple gates | 121 | 51.62
xor+xnor | 56 | 39.76
Power and IR drop assume default switching activity.
