## design/flow/constraint.sdc

```tcl
current_design regfl_4x8

set clk_period 1.2
set clk_io_pct 0.2

create_clock -name clk0 -period $clk_period [get_ports {clk}]

set non_clock_inputs [all_inputs -no_clocks]
set_input_delay [expr $clk_period * $clk_io_pct] -clock clk0 $non_clock_inputs
set_output_delay [expr $clk_period * $clk_io_pct] -clock clk0 [all_outputs]
```

## design/flow/design.v

```verilog
module dec_1_4(
    input e,
    input [1:0] s,
    output reg [3:0] o
);
always @(*) begin
    case ({e, s})
        0, 1, 2, 3 : o = 4'b0000;  
        4 : o = 4'b0001;  
        5 : o = 4'b0010;  
        6 : o = 4'b0100;  
        default : o = 4'b1000;  
    endcase
end
endmodule
module mux_4_1 #(
    parameter width  = 8
)(
    input [width - 1 : 0] d0,
    input [width - 1 : 0] d1,
    input [width - 1 : 0] d2,
    input [width - 1 : 0] d3,
    input [1 :  0] s,
    output reg [width - 1: 0] o
);
always @(*) begin
    case(s)
        2'b00 : o = d0;
        2'b01 : o = d1;
        2'b10 : o = d2;
        2'b11 : o = d3;
    endcase
end
endmodule
module regfl_4x8(
    input clk,
    input rst_b,
    input [7 : 0] wr_data,
    input [1 : 0] wr_addr,
    input wr_e,
    input [1 : 0] rd_addr,
    output [7 : 0] rd_data 
);
wire [3 : 0] dec_out;
wire [7 : 0] rgst_out [0 : 3];
dec_1_4 circ1(
    .e(wr_e),
    .s(wr_addr),
    .o(dec_out)
);
genvar i;
generate
    for(i = 0; i < 4; i = i + 1) begin : rgst_blk
        rgst #(
            .width(8)
        ) rgst_i (
            .clk(clk),
            .rst_b(rst_b),
            .ld(dec_out[i]),
            .clr(1'b0),  
            .d(wr_data),
            .q(rgst_out[i])
        );
    end
endgenerate
mux_4_1 #(
    .width(8)
) circ3 (
    .d0(rgst_out[0]),
    .d1(rgst_out[1]),
    .d2(rgst_out[2]),
    .d3(rgst_out[3]),
    .s(rd_addr),
    .o(rd_data)
);
endmodule
module regfl4x8_tb;
    reg clk, rst_b, wr_e;
    reg [1:0] wr_addr, rd_addr;
    reg [7:0] wr_data;
    wire [7:0] rd_data;
    regfl_4x8 dut(.clk(clk), .rst_b(rst_b), .wr_e(wr_e), .wr_addr(wr_addr), .rd_addr(rd_addr), .wr_data(wr_data), .rd_data(rd_data));
    localparam CLK_PERIOD=100, RUNNING_CYCLES=5;
    initial begin
        clk=0;
        repeat (2*RUNNING_CYCLES) #(CLK_PERIOD/2) clk=~clk;
    end
    localparam RST_DURATION=25;
    initial begin
        rst_b=0;
        #RST_DURATION rst_b=~rst_b;
    end
    initial begin
                        wr_addr = 2'h0; wr_data = 8'h00; wr_e = 1; rd_addr = 2'h3;
        #(1*CLK_PERIOD) wr_addr = 2'h2; wr_data = 8'h01;           rd_addr = 2'h0;
        #(1*CLK_PERIOD) wr_addr = 2'h1; wr_data = 8'h02; wr_e = 0; rd_addr = 2'h1;
        #(1*CLK_PERIOD) wr_addr = 2'h3; wr_data = 8'h03; wr_e = 1; rd_addr = 2'h2;
        #(1*CLK_PERIOD) wr_addr = 2'h0; wr_data = 8'h04;           rd_addr = 2'h0;
    end
endmodule
module rgst #(
    parameter width = 8
)(
    input clk, 
    input rst_b,
    input ld,
    input clr,
    input [width - 1 : 0] d,
    output reg [width - 1 : 0] q
);
always @(posedge clk, negedge rst_b) begin
    if(!rst_b)
        q <= 0;
    else if(clr)
        q <= 0;
    else if(ld)
        q <= d;
end
endmodule
```

## design/flow/run.sh

```bash
#!/bin/bash
# OpenROAD 26Q1-2900-gdf79404cd8, Yosys 0.63+post, stock flow scripts
make -C /OpenROAD-flow-scripts/flow DESIGN_CONFIG=/design/flow/config.mk WORK_HOME=/design/flow/orfs finish
```

## design/flow/config.mk

```make
export PLATFORM = sky130hd
export DESIGN_NAME = regfl_4x8
export DESIGN_NICKNAME = regfl_4x8
export VERILOG_FILES = /design/flow/design.v
export SDC_FILE = /design/flow/constraint.sdc
export NUM_CORES = 4
export LEC_CHECK = 1
export CORE_AREA = 10 10 101 101
export DIE_AREA = 0 0 111 111
```

==> flow_metrics.py <==
# Generated from Yosys and OpenROAD reports
metrics = {
    "clock_network": {
        "insertion_delay_ps": 280,
        "cts_tree": "yes",
        "cts_inserted_buffers": 5,
        "clk_path_buf_depth": 2,
        "clkSinkCount": 32,
        "ctsRootBufferMaster": "sky130_fd_sc_hd__clkbuf_8",
        "cts-hold-fix-buffers": 0,
        "path_clk_slew_ps": 70,
        "htree_levels": 2,
    },
    "worst_setup_path": {
        "startpoint_type": "register",
        "critical_path.reg2reg.endpoint": "rgst_blk[3].rgst_i.q[2]$_DFFE_PN0N_",
        "critical_path.reg2reg.startpoint": "rgst_blk[3].rgst_i.q[2]$_DFFE_PN0N_",
        "timing.critical_path.arrival_ps": 1270,
        "r2r.worst_path.cells": 2,
        "timing.reg2reg.setup_slack_ps": 340,
        "highest_fanout_seen_on_the_critical_path": 2,
        "setup.worst_path.class": "reg2out",
        "end_kind": "output port",
        "critPathRequiredTime_ps": 960,
    },
    "sta": {
        "rsz_0062_raised_after_global_routing": "true",
        "skew_ps": 0,
        "setup_total_negative_slack_ps": -2330,
        "maxClockFrequency_ghz": 0.664,
        "report.final.setup_viol": 8,
        "hold_ws_ps": 325,
        "setup_slack_ps": -306,
        "final.period_utilization_pct": 125,
        "maxSlewViolCount": 0,
        "max_slew.worst_pin.slew_ps": 245,
        "hold_viol_final": 0,
        "maxSlewHeadroom_pct": 83.7,
        "finalCriticalPeriod_ps": 1510,
    },
    "final_layout": {
        "combGateArea_um2": 592,
        "registers.top_by_ff_count": "rgst_blk.rgst_i.q",
        "area_growth_from_synthesis_to_layout_pct": 37.5,
        "number_of_cells_in_the_finished_layout_apart_from_fillers": 224,
        "num-fill-cells": 848,
        "layout_top_registers": "rgst_blk.rgst_i.q (32)",
        "post-route-cell-area_um2": 1930,
        "drive_gt1_share_pct": 60.5,
        "largest_reg_flops": 32,
        "final-seq-area_um2": 801,
        "final_cell_mix": "32 x sky130_fd_sc_hd__mux2_2, 32 x sky130_fd_sc_hd__dfrtp_1, 10 x sky130_fd_sc_hd__buf_4, 9 x sky130_fd_sc_hd__clkdlybuf4s50_1",
    },
    "global_route": {
        "gr-usage-met3_pct": 2.30,
        "grt_use_met2_pct": 6.80,
        "busiest_layer": "met1",
        "groute.layer.met1.usage_pct": 7.94,
        "grt_max_degree": 33,
        "grt.overflow.total": 0,
        "grt_first_pass_wirelength_um": 5130,
        "groute.usage.overall_pct": 5.21,
        "antenna_found_initial": 0,
        "first_global_vias": 891,
    },
    "floorplanning": {
        "floorplan.core_area_um2": 8130,
        "fp_util_pct": 17.2,
        "die_height_um": 111,
        "die_area_um2": 12300,
        "standard_cell_rows": 33,
        "die_width_um": 111,
        "pin_count": 23,
    },
    "drt": {
        "drt_iter0_drc": 54,
        "remaining_drc_errors": 0,
        "postRouteAntennaNets": 0,
        "postRouteWirelength_um": 3140,
        "post_drt_via_cell_ratio": 3.69,
        "drt-wirelength-per-cell_um": 14.0,
        "vias": 826,
        "antenna_cells_inserted": 0,
        "drt_first_pass_iters": 2,
    },
    "placed_design": {
        "place_congestion": 0.724,
        "place.detailed.instances": 214,
        "dp.final_hpwl_um": 2280,
        "detailed_place.area_um2": 1860,
        "placement.io_buffers": 22,
        "pre_cts_slack_ps": -897,
    },
    "job": {
        "stage_log_warnings": 27,
        "number_of_violations_of_the_max_capacitance_limit": 0,
    },
    "outcome": {
        "failed_checks": "negative setup slack",
        "status": "complete, but fails checks",
    },
    "yosys": {
        "yosys_warnings": 4,
        "seq_area_frac_synth_pct": 57.1,
        "synth_area_per_cell_um2": 18.0,
        "syn-cell-area_um2": 1400,
        "yosys_area_um2": 1400,
        "synth.ff_latch_count": 32,
        "synth-cells-yosys": 78,
        "netlist-cell-type-count": 7,
        "postSynthCellCount": 78,
    },
    "pwr": {
        "p_per_area_nw_per_um2": 1440,
        "p_leak_nw": 0.794,
        "vdd.ir_drop.worst_mv": 0.464,
    },
    "min_path": {
        "hold_path_class": "in2async",
    },
}
-- critical path, stage by stage (launching register included) --
cell and delay (ps):
sky130_fd_sc_hd__dfrtp_1 370, sky130_fd_sc_hd__mux4_2 480, sky130_fd_sc_hd__buf_2 130
-- what timing repair did --
action,CTS,global route
gates resized,30,0
buffers inserted,2,0
gates cloned,0,0
endpoints found under the setup margin,40,8
endpoints found under the hold margin,0,0
-- power breakdown --
group	total [mW]	leakage, nW	internal (mW)	switching, mW
combinational	0.539	0.371	0.374	0.165
sequential	1.37	0.379	1.28	0.0905
clock	0.856	0.0445	0.465	0.390
total	2.77	0.794	2.12	0.646
-- Yosys cell counts, drive strengths merged --
cell    count  area (um2)
dfrtp      32         801
mux2       32         360
mux4        8         180
buf         2        10.0
nand3b      2        22.5
nand3       1        10.0
nor3b       1        18.8
-- layer usage --
metal	part of all wire [%]	vias up
met5	0	-
met4	0.83	0
met3	6.1	4
met2	42	20
met1	51	425
li1	-	377
-- final cells by class --
| class | instances | share of cell area, % |
|---|---|---|
| clock buffers | 7 | 4.48 |
| multi-input cells | 44 | 30.7 |
| repair buffers | 35 | 16.1 |
| clock inverters | 1 | 0.389 |
| flip-flops and latches | 32 | 41.5 |
| well taps | 105 | 6.81 |
-- stage by stage --
step                      utilization (%)  total power, mW
after floorplan                         -             1.67
after global placement               22.9             1.99
after detailed placement             22.9             2.01
after CTS                            23.7             2.82
after global routing                 23.7             2.94
final                                23.7             2.77
-- worst max-delay path by stage --
stage                                               start         end  slack [ps]  cells after the start
after CTS             rgst_blk[3].rgst_i.q[7]$_DFFE_PN0N_  rd_data[7]        -340                      2
final                 rgst_blk[3].rgst_i.q[7]$_DFFE_PN0N_  rd_data[7]        -310                      2
after global routing  rgst_blk[3].rgst_i.q[0]$_DFFE_PN0N_  rd_data[0]        -360                      2
-- kinds of logic (layout without fill, tap and decap cells) --
logic type / Yosys count / after routing / synth area share, %
multiplexers: 40 / 40 / 38.5
flip-flops: 32 / 32 / 57.1
AND/OR/NAND/NOR: 4 / 4 / 3.66
buffers and inverters: 2 / 43 / 0.714
Power figures rest on the tool's default switching activity, not on a simulated workload.
