[run.sh]
#!/bin/bash
# OpenROAD 26Q1-2900-gdf79404cd8, Yosys 0.63+post, stock flow scripts
make -C /OpenROAD-flow-scripts/flow DESIGN_CONFIG=/design/flow/config.mk WORK_HOME=/design/flow/orfs finish
[config.mk]
export PLATFORM = sky130hd
export DESIGN_NAME = regfl64
export DESIGN_NICKNAME = regfl64
export VERILOG_FILES = /design/flow/design.v
export SDC_FILE = /design/flow/constraint.sdc
export NUM_CORES = 4
export LEC_CHECK = 1
export CORE_AREA = 10 10 345 345
export DIE_AREA = 0 0 355 355
[constraint.sdc]
current_design regfl64

set clk_period 1.2
set clk_io_pct 0.2

create_clock -name clk0 -period $clk_period [get_ports {clk}]

set non_clock_inputs [all_inputs -no_clocks]
set_input_delay [expr $clk_period * $clk_io_pct] -clock clk0 $non_clock_inputs
set_output_delay [expr $clk_period * $clk_io_pct] -clock clk0 [all_outputs]
[design.v]
module regfl64#(
	parameter reg_w=64,
	parameter reg_cnt=8,
	parameter dec_w=3
)(
	input clk,
	input rst_b,
	input we,
	input [dec_w-1:0] s,
	input [reg_w-1:0] d,
	output [reg_cnt*reg_w-1:0] q
);
wire [reg_cnt-1:0] o;
wire [reg_w-1:0] data [reg_cnt-1:0];
dec #(
	.w(dec_w)
) dec0 (
	.s(s),
	.e(we),
	.o(o)
);
generate
genvar i;
for (i = 0; i < reg_cnt; i = i + 1) begin: reg_inst
	rgst64 #(.w(reg_w)) reg_inst(
		.clk(clk),
		.clr(1'b0),
		.rst_b(rst_b),
		.ld(o[i]),
		.d(d),
		.q(data[i])
	);
end
endgenerate
assign q = {data[7] , data[6] , data[5] , data[4] , data[3] , data[2] , data[1] , data[0]};
endmodule
module rgst64 #(
    parameter w=64
)(
    input clk, rst_b, ld, clr, input [w-1:0] d, output reg [w-1:0] q
);
    always @ (posedge clk, negedge rst_b)
        if (!rst_b)                 q <= 0;
        else if (clr)               q <= 0;
        else if (ld)                q <= d;
endmodule
module dec #(parameter w=2)(
	input [w-1:0] s,
	input e,
	output reg [2**w-1:0] o
);
	always @ (*) begin
		o = 0;
		if (e)
  		  o[s] = 1;
	end
endmodule
==> reports/metrics.cfg <==
[outcome]
run_status=finished with violations
violations_in_the_final_reports=negative setup slack

[hold_path]
hold_path.class=in -> reg

[timing]
final.setup_skew_ns=0
postLayoutSetupSlackWorst_ns=-0.230
grt_setup_unrepaired=true
max_freq_mhz=699
hold_viol=0
timing.setup.tns_ns=-95.40
hold-worst-slack_ns=0.333
setup_viol=848
final_min_period_over_clock_period=1.19
timing.slew.headroom=0.709
worst_pin_slew_ns=0.436
slew_viol_final=0
timing.final.crit_period_ns=1.43

[setup_path]
cp-end-kind=output pin
crit_buf_inv=1
critical_path_peak_fanout=2
arrival_ns=1.19
cpPeakStageDelay_ns=0.42
worstPathCellList=buf_2
worst-endpoint-required_ns=0.96
critPathLaunchType=register
timing.setup.critical_path_class=reg -> out
timing.critical_path.slowest_stage_cell=dfrtp_1
cpLargestDelayFamily=flip-flops

[synth]
ys_seq_share=0.671
yosys-stat-cells=1095
synthesized_cell_area_mm2=0.0191
synthesis.instances=1095
synth_area_per_cell_um2=17.4
ys_chip_area_mm2=0.0191
synth_warnings=3
synth.distinct_cells=16
ys_seq_elements=512

[flow_run]
timing.max_cap.violations=0
warning_count=31

[finish]
syn_to_final_growth_pct=54.6
drive_gt1_frac=0.706
final_layout_top_logic_cell=dfrtp_1
largest_register_ffs=512
registers.top_by_ff_count=reg_inst.reg_inst.q
post-route-util=0.266
final_layout_top_logic_cells=dfrtp_1, buf_2, mux2_2
reg.largest.list=reg_inst.reg_inst.q x512

[drt]
detail_route.wl_per_cell_um=20.0
detail-route-antenna-nets=0
vias=12800
detailedRoute.firstPassIterationCount=4
detail_route.drc_violations=0
drt-initial-drc-count=491
drt-total-wl_um=70200
route.detailed.vias_per_inst=3.65

[cts]
clockRootBuffer=clkbuf_16
clkSinkCount=512
clk_pin_slew_worst_paths_ns=0.06
clock_tree_from_tritoncts=yes
cts-root-to-sink-buffers=3
ctsHtreeMaxLevel=2
numCtsBuffers=57
clk-insertion-delay-late_ns=0.62

[global_route]
gr-total-overflow=0
vias_in_the_first_global_route=13700
global_route.usage.total=0.109
globalRouteMet2Util=0.173
global_route_met3_utilization=0.0436
grt_max_degree=42
grt_met1_use=0.138
layer_with_the_highest_usage_after_global_routing=met2
grt_pass1_wl_um=101000
grt_antenna_before_repair=5

[placed_design]
portBuffers=581
dp_worst_setup_slack_ns=-1.15
dpl.hpwl_um=48100
gp_congestion=0.791

[die]
initial_utilization=0.172
io_pins=582
number_of_cell_rows=122
dieArea_mm2=0.126
die-height_um=355
core_area_mm2=0.111
die_w_um=355

[pwr]
power_density_mw_per_mm2=1870
p_leak_nw=14.0
power.ir.vdd_worst_mv=1.37

routing by layer:
layer  vias to the layer above  part of all wire
met3                        95             0.092
met5                         -           0.00044
met1                      6636              0.41
li1                       5664                 -
met2                       427              0.47
met4                         4             0.028
cell type report:
class / instances / area, um2
fill: 11600 / 81600
clock buffer: 91 / 1790
sequential: 512 / 12800
antenna: 3 / 7.51
multi-input combinational: 533 / 6490
timing repair buffer: 871 / 6370
tap: 1488 / 1860
clock inverter: 16 / 173
inverter: 2 / 27.5
worst reg2reg max path, stage by stage (launching register included):
cell and delay [ns]:
dfrtp_1 0.39, buf_4 0.14, buf_4 0.12, mux2_4 0.26
worst paths after layout:
kind	endpoint	depth (start not counted)	from	slack (ns)
max in group asynchronous	reg_inst[4].reg_inst.q[52]	8	rst_b	-0.10
max	q[197]	1	reg_inst[3].reg_inst.q[5]	-0.23
min	reg_inst[6].reg_inst.q[0]	5	we	0.33
min reg2reg	reg_inst[5].reg_inst.q[4]	1	reg_inst[5].reg_inst.q[4]	0.50
min in group asynchronous	reg_inst[5].reg_inst.q[28]	6	rst_b	0.65
max reg2reg	reg_inst[7].reg_inst.q[49]	3	reg_inst[7].reg_inst.q[49]	0.18
synth_stat cells, drive strengths merged:
master,n,share of area
nor2,7,0.0022
mux2,512,0.30
nand2,3,0.00059
ha,4,0.0026
xnor2,1,0.00046
nand3,1,0.00052
o21ai,1,0.00046
dfrtp,512,0.67
inv,2,0.00039
and2,1,0.00033
xor2,1,0.00046
nor3b,2,0.00079
buf,48,0.019
cell families (layout without fill, tap and decap cells):
kind of cell | count (synthesis) | in the layout | share of synthesized area
mux | 512 | 512 | 0.302
flops | 512 | 512 | 0.671
buf+inv | 50 | 980 | 0.0191
simple gates | 14 | 14 | 0.00439
fa+ha+maj | 4 | 4 | 0.00262
xor+xnor | 2 | 2 | 0.000917
compound gates | 1 | 1 | 0.000459
other cells | 0 | 3 | 0
power breakdown:
part | switching (W) | leakage, nW | internal [W]
clock | 0.00726 | 0.971 | 0.0108
combinational | 0.00449 | 6.79 | 0.00897
sequential | 0.00212 | 6.24 | 0.0217
per-stage QoR:
stage / instances / area [um2] / total power (W)
final: 3516 / 29500 / 0.0553
after global routing: 3513 / 29500 / 0.0585
after CTS: 3463 / 29000 / 0.0556
after detailed placement: 3223 / 28200 / 0.0400
after global placement: 3223 / 28200 / 0.0398
after floorplan: 1095 / 19800 / 0.0273
timing repair:
action	in CTS	in global routing
gates resized	1844	48
endpoints found under the setup margin	1024	1324
gates cloned	7	2
endpoints found under the hold margin	512	182
pin swaps	7	6
buffers inserted	121	53
hold buffers	5	1
No activity file was given, so power comes from the tool's default toggle rates.
